--- config.mk ---
export PLATFORM = sky130hd
export DESIGN_NAME = labkit
export DESIGN_NICKNAME = labkit
export VERILOG_FILES = /design/flow/design.v
export SDC_FILE = /design/flow/constraint.sdc
export NUM_CORES = 4
export LEC_CHECK = 1
export CORE_UTILIZATION = 30
--- constraint.sdc ---
current_design labkit

set clk_period 2.6
set clk_io_pct 0.2

create_clock -name clk0 -period $clk_period [get_ports {CLK100MHZ}]

set non_clock_inputs [all_inputs -no_clocks]
set_input_delay [expr $clk_period * $clk_io_pct] -clock clk0 $non_clock_inputs
set_output_delay [expr $clk_period * $clk_io_pct] -clock clk0 [all_outputs]
--- design.v ---
`timescale 1ns / 1ps
module clock_200khz   (input reset, input clock, output reg slow_clock);
    reg [7:0] count=0;
    always @(posedge clock)begin
        if (reset) begin
            count <=0;
            slow_clock <=1;
        end else begin
            if (count ==63)begin
                count <=0;
                slow_clock <= !slow_clock;
            end else begin
                count <= count +1;
            end
        end
    end
endmodule
`timescale 1ns / 1ps
module display_8hex(
    input clk,                  
    input [31:0] data,          
    output reg [6:0] seg,       
    output reg [7:0] strobe     
    );
    localparam bits = 13;
    reg [bits:0] counter = 0;   
    wire [6:0] segments[15:0];  
    assign segments[0]  = 7'b100_0000;
    assign segments[1]  = 7'b111_1001;
    assign segments[2]  = 7'b010_0100;
    assign segments[3]  = 7'b011_0000;
    assign segments[4]  = 7'b001_1001;
    assign segments[5]  = 7'b001_0010;
    assign segments[6]  = 7'b000_0010;
    assign segments[7]  = 7'b111_1000;
    assign segments[8]  = 7'b000_0000;
    assign segments[9]  = 7'b001_1000;
    assign segments[10] = 7'b000_1000;
    assign segments[11] = 7'b000_0011;
    assign segments[12] = 7'b010_0111;
    assign segments[13] = 7'b010_0001;
    assign segments[14] = 7'b000_0110;
    assign segments[15] = 7'b000_1110;
    always @(posedge clk) begin
      counter <= counter + 1;
      case (counter[bits:bits-2])
          3'b000: begin
                  seg <= segments[data[31:28]];
                  strobe <= 8'b0111_1111 ;
                 end
          3'b001: begin
                  seg <= segments[data[27:24]];
                  strobe <= 8'b1011_1111 ;
                 end
          3'b010: begin
                   seg <= segments[data[23:20]];
                   strobe <= 8'b1101_1111 ;
                  end
          3'b011: begin
                  seg <= segments[data[19:16]];
                  strobe <= 8'b1110_1111;        
                 end
          3'b100: begin
                  seg <= segments[data[15:12]];
                  strobe <= 8'b1111_0111;
                 end
          3'b101: begin
                  seg <= segments[data[11:8]];
                  strobe <= 8'b1111_1011;
                 end
          3'b110: begin
                   seg <= segments[data[7:4]];
                   strobe <= 8'b1111_1101;
                  end
          3'b111: begin
                  seg <= segments[data[3:0]];
                  strobe <= 8'b1111_1110;
                 end
       endcase
      end
endmodule
`timescale 1ns / 1ps
module i2c_master(input clock,
    input reset,
    output reg [15:0] reading,
    inout sda,
    inout scl,
    output [4:0] state_out,
    output  sys_clock);
    localparam IDLE = 6'd0;  
    localparam START1 = 6'd1;  
    localparam ADDRESS1A = 6'd2;  
    localparam ADDRESS1B = 6'd3;  
    localparam READWRITE1A = 6'd4;  
    localparam READWRITE1B = 6'd5;  
    localparam ACKNACK1A = 6'd6;  
    localparam ACKNACK1B = 6'd7;  
    localparam ACKNACK1C = 6'd8;  
    localparam REGISTER1A = 6'd9;  
    localparam REGISTER1B = 6'd10;  
    localparam ACKNACK2A = 6'd11;  
    localparam ACKNACK2B = 6'd12;  
    localparam ACKNACK2C = 6'd13;  
    localparam START2A = 6'd14;  
    localparam START2B = 6'd15;  
    localparam START2C = 6'd16;  
    localparam ADDRESS2A = 6'd17;  
    localparam ADDRESS2B = 6'd18;  
    localparam READWRITE2A = 6'd19;  
    localparam READWRITE2B = 6'd20;  
    localparam ACKNACK3A = 6'd21;  
    localparam ACKNACK3B = 6'd22;  
    localparam ACKNACK3C = 6'd23;  
    localparam READ1A = 6'd24;  
    localparam READ1B = 6'd25;  
    localparam ACKNACK4A = 6'd26;  
    localparam ACKNACK4B = 6'd27;  
    localparam READ2A = 6'd28;  
    localparam READ2B = 6'd29;  
    localparam NACK = 6'd30;  
    localparam STOP1A = 6'd31;  
    localparam STOP1B = 6'd32;  
    localparam STOP1C = 6'd33;  
    reg [6:0] device_address = 7'h68;
    reg [7:0] register_address = 8'h3b;
    reg [7:0] count;
    reg [5:0] state = IDLE;
    assign state_out = state;
    reg [15:0] incoming_data = 16'h0000;
    reg sda_val=1;  
    assign sda =  sda_val ? 1'bz: 1'b0;   
    reg scl_val=1;
    assign scl = scl_val ? 1'bz : 1'b0;  
    reg read_write =1;
    assign sys_clock = state==IDLE?1'b1:1'b0;
    reg clock_reset;
    wire clock_for_sys;
    clock_200khz local_clock(.reset(clock_reset), .clock(clock), .slow_clock(clock_for_sys));
    always @(posedge clock_for_sys)begin  
        if (reset &&(state !=IDLE))begin
            state <= IDLE;
            count <=0;
        end else begin
            case (state)
                IDLE: begin
                    if (reset) state <= IDLE;
                    else if (count == 60)begin
                        state <= START1;
                        count <=0;
                    end
                    count <= count +1;
                    sda_val <=1;
                    scl_val <=1;
                end
                START1: begin
                    sda_val <= 0;  
                    scl_val <=1;
                    state <=ADDRESS1A;
                    count <= 6;
                end
                ADDRESS1A: begin
                    scl_val<=0;
                    sda_val <= device_address[count];
                    state <= ADDRESS1B;
                end
                ADDRESS1B: begin
                    scl_val <=1;
                    if (count >= 1) begin
                        count <= count -1;
                        state <= ADDRESS1A;
                    end else begin
                        state <= READWRITE1A;
                    end
                end
                READWRITE1A: begin
                    scl_val <=0;
                    sda_val <=0; 
                    state <= READWRITE1B;
                end
                READWRITE1B: begin
                    scl_val <=1;
                    state <= ACKNACK1A;
                end
                ACKNACK1A: begin
                    scl_val <=0;
                    sda_val <=1;  
                    state <= ACKNACK1B;
                end
                ACKNACK1B: begin
                    scl_val <=1;
                    state <=ACKNACK1C;
                    count <=7;
                end
                ACKNACK1C: begin
                    scl_val <=0;
                    if (sda ==1'b1)begin  
                        count <=0;
                        state <= IDLE;
                    end else begin
                        state <= REGISTER1B;
                        sda_val <= register_address[count];              
                    end 
                end
                REGISTER1A: begin
                    scl_val <=0;
                    sda_val <= register_address[count];
                    state <= REGISTER1B;
                end
                REGISTER1B: begin
                    scl_val <=1;
                    if (count>0) begin
                        count <= count -1;
                        state <= REGISTER1A;
                    end else begin
                        state <= ACKNACK2A;
                    end
                end
                ACKNACK2A: begin
                    scl_val <=0;
                    sda_val <=1;  
                    state <= ACKNACK2B;
                end
                ACKNACK2B: begin
                    scl_val <=1;
                    state <=ACKNACK2C;
                end
                ACKNACK2C: begin
                    scl_val <=0;
                    if (sda ==1'b1)begin  
                        state <= IDLE;
                        count <=0;
                    end else begin
                        state <= START2A;
                        sda_val<=0;
                        count <=15;
                    end 
                end
                START2A: begin
                    scl_val <=1;
                    state <= START2B;
                end
                START2B: begin
                    sda_val <= 1;
                    state <= START2C;
                end
                START2C: begin
                    sda_val <= 0;  
                    state <= ADDRESS2A;
                    count <=6; 
                end
                ADDRESS2A: begin
                    scl_val<=0;
                    sda_val <= device_address[count];
                    state <= ADDRESS2B;
                end
                ADDRESS2B: begin
                    scl_val <=1;
                    if (count >= 1) begin
                        count <= count -1;
                        state <= ADDRESS2A;
                    end else begin
                        state <= READWRITE2A;
                    end
                end
                READWRITE2A: begin
                    scl_val <=0;
                    sda_val <=1; 
                    state <= READWRITE2B;
                end
                READWRITE2B: begin
                    scl_val <=1;
                    state <= ACKNACK3A;
                end
                ACKNACK3A: begin
                    scl_val <=0;
                    sda_val <=1;  
                    state <= ACKNACK3B;
                end
                ACKNACK3B: begin
                    scl_val <=1;
                    state <=ACKNACK3C;
                    count <=7;
                end
                ACKNACK3C: begin
                    scl_val <=0;
                    if (sda ==1'b1)begin  
                        count <=0;
                        state <= IDLE;
                    end else begin
                        state <= READ1A;
                        sda_val <= 1;            
                    end 
                end
                READ1A: begin
                    scl_val <=1;
                    state <= READ1B;
                end
                READ1B: begin
                    scl_val <=0;
                    incoming_data[count+8] <= sda;
                    if (count >=1)begin
                        count <= count -1;
                        state<=READ1A;
                    end else begin
                        state<=ACKNACK4A;
                        sda_val <=0;
                    end
                end
                ACKNACK4A: begin
                    scl_val <=1;
                    state <=ACKNACK4B;
                    count <=7;
                end
                ACKNACK4B: begin
                    scl_val <=0;
                    state <=READ2A;
                    count <=7;
                    sda_val <=1;
                end
                READ2A: begin
                    scl_val <=1;
                    state <= READ2B;
                end
                READ2B: begin
                    scl_val <=0;
                    incoming_data[count] <= sda;
                    if (count >= 1)begin
                        count <= count -1;
                        state<=READ2A;
                    end else begin
                        state<=NACK;
                        sda_val<=1;
                    end
                end
                NACK: begin
                    scl_val <=1;
                    count <=0;
                    reading[15:0] <= incoming_data[15:0];
                    state <= STOP1A;
                end
                STOP1A: begin
                    scl_val <=0;
                    sda_val <=0;
                    state <= STOP1B;
                end
                STOP1B: begin
                    scl_val <= 1;
                    sda_val <=0;
                    state <=STOP1C;
                end
                STOP1C: begin
                    sda_val <=1;
                    state <= IDLE;
                end
            endcase
        end             
    end
endmodule
`timescale 1ns / 1ps
module labkit(
   input CLK100MHZ,
   input[15:0] SW, 
   input BTNC, BTNU, BTNL, BTNR, BTND,
   output[3:0] VGA_R, 
   output[3:0] VGA_B, 
   output[3:0] VGA_G,
   inout[7:0] JA, 
   output VGA_HS, 
   output VGA_VS, 
   output LED16_B, LED16_G, LED16_R,
   output LED17_B, LED17_G, LED17_R,
   output[15:0] LED,
   output[7:0] SEG,   
   output[7:0] AN     
   );
    wire clock_25mhz;
    clock_quarter_divider clockgen(.clk100_mhz(CLK100MHZ), .clock_25mhz(clock_25mhz));
    wire [31:0] data;
    wire [6:0] segments;
    display_8hex display(.clk(clock_25mhz),.data(data), .seg(segments), .strobe(AN));    
    assign SEG[6:0] = segments;
    assign SEG[7] = 1'b1;
    wire debounce_BTNC;
    wire debounce_BTNU;
    wire debounce_BTNL;
    wire debounce_BTNR;
    wire debounce_BTND;
    wire debounce_SW7;
    wire [4:0] state_display;
    wire [15:0] value;
    i2c_master my_master(.clock(clock_25mhz), .reset(SW[15]), .scl(JA[3]), .sda(JA[2]), .reading(value), .state_out(state_display), .sys_clock(JA[1]));
    assign data = {4'h0,SW[14:12], state_display[4:0],4'h0,value[15:0]};
    wire [9:0] hcount;
    wire [9:0] vcount;
    wire hsync, vsync, at_display_area;
    vga vga1(.vga_clock(clock_25mhz),.hcount(hcount),.vcount(vcount),
          .hsync(hsync),.vsync(vsync),.at_display_area(at_display_area));
    assign VGA_R = at_display_area ? {4{hcount[7]}} : 0;
    assign VGA_G = at_display_area ? {4{hcount[6]}} : 0;
    assign VGA_B = at_display_area ? {4{hcount[5]}} : 0;
    assign VGA_HS = ~hsync;
    assign VGA_VS = ~vsync;
endmodule
module clock_quarter_divider(input clk100_mhz, output reg clock_25mhz = 0);
    reg counter = 0;
    always @(posedge clk100_mhz) begin
        counter <= counter + 1;
        if (counter == 0) begin
            clock_25mhz <= ~clock_25mhz;
        end
    end
endmodule
module vga(input vga_clock,
            output reg [9:0] hcount = 0,     
            output reg [9:0] vcount = 0,	  
            output vsync, hsync, at_display_area);
    always @(posedge vga_clock) begin
        if (hcount == 799) begin
            hcount <= 0;
        end
        else begin
            hcount <= hcount +  1;
        end
        if (vcount == 524) begin
            vcount <= 0;
        end
        else if(hcount == 799) begin
            vcount <= vcount + 1;
        end
    end
    assign hsync = (hcount < 96);
    assign vsync = (vcount < 2);
    assign at_display_area = (hcount >= 144 && hcount < 784 && vcount >= 35 && vcount < 515);
endmodule
--- run.sh ---
#!/bin/bash
# OpenROAD 26Q1-2900-gdf79404cd8, Yosys 0.63+post, stock flow scripts
make -C /OpenROAD-flow-scripts/flow DESIGN_CONFIG=/design/flow/config.mk WORK_HOME=/design/flow/orfs finish
==> impl_metrics.tcl <==
# implementation run metrics
set metrics [dict create \
    status "completed" \
    edf_count 1 \
    cts_buffer_depth 2 \
    r2r-end "clockgen.clock_25mhz" \
    cts_buffers 3 \
    path_clk_slew_ns 0.03 \
    n_fill_cell 773 \
    grt_pass1_wl_mm 6.10 \
    viasPerCell 4.28 \
    tightest_slew_ns 0.596 \
    async_flop_share_pct 0 \
    totalPowerFinal_mw 0.182 \
    min_from "clockgen.counter" \
    final_antenna_net_count 0 \
    yosys_area_um2 2330 \
    root_buffer "clkbuf_8" \
    period_minus_slack_ns 0.629 \
    cts_setup_buffers 0 \
    clock.fmax_mhz 1590 \
    yosysUniqueCellTypes 41 \
    gp_congestion 0.793 \
    powerDensity_nw_per_um2 69.9 \
    worst-path-buf-inv 1 \
    final_max_slew_viol_count 0 \
    path_max_fanout 2 \
    regToRegSetupSlack_ns 1.97 \
    crit_type "flip-flop to flip-flop" \
    rsz0062_at_grt "false" \
    grt_max_degree 50 \
    finalClockPeriodUsage_pct 24.2 \
    slew_headroom_pct 59.9 \
    first_global_vias 1433 \
    vias 1570 \
    chipArea_um2 8130 \
    regArea_um2 1030 \
    overflow 0 \
    cp_data_required_time_ns 2.53 \
    yosys_warnings 30 \
    hold_depth 1 \
    hold_violations 0 \
    power_leakage_nw 0.932 \
    ios 82 \
    die_w_um 90.1 \
    cp.arrival_ns 0.56 \
    dieHeight_um 90.1 \
    ff_type "dfxtp_1" \
    final.setup.tns_ns 0 \
    ctsHoldBuffers 0 \
    syn_to_final_growth_pct 11.8 \
    yosys_cells 251 \
    rows 31 \
    untimed_endpoints 83 \
    syn_avg_cell_area_um2 9.29 \
    postSynthCellCount 251 \
    antenna_found_initial 0 \
    layout.area.comb_um2 1030 \
    cts_resized 0 \
    critPathLaunch "clockgen.counter" \
    dp_hpwl_mm 2.52 \
    drt-pass1-iter-count 4 \
    cp_cell_sequence "inv_1" \
    drc 0 \
    drt_wl_total_mm 3.43 \
    r2r-start "clockgen.counter" \
    ys.flops 51 \
    hold_class "flip-flop to flip-flop" \
    antenna_cells 0 \
    clock_skew_ns 0.00383 \
    unclocked_pins 49 \
    io_buffers 32 \
    detail_route.wl_per_cell_um 9.35 \
    drt-initial-drc-count 25 \
    cts_tree "yes" \
    setup_viol 0 \
    crit_path_end_kind "flip-flop" \
    fp_util_pct 31.6 \
    cp_slowest_stage_delay_ns 0.29 \
    path_delay_family "flip-flops" \
    start_kind "flip-flop" \
    min_to "clockgen.counter" \
    maxCapViolations 0 \
    cp_slowest_cell "dfxtp_1" \
    drive_gt1_share_pct 4.10 \
    cts_max_level 1 \
    rr_worst_depth 1 \
    log.warning_count 51 \
    coreArea_um2 7370 \
    ir_drop_uv 285 \
    synth_area_um2 2330 \
    ys_seq_share_pct 44.2 \
    clock_latency_ns 0.22 \
    grt_use_total_pct 8.71 \
]
==> placed cells by master (no fill, tap or decap), drive strengths merged <==
master / netlist / routed
clkbuf: 3 / 4
nor2b: 1 / 1
o31ai: 2 / 2
xnor2: 16 / 16
and3: 2 / 2
a22oi: 1 / 1
or3: 3 / 3
buf: 41 / 1
and4b: 2 / 2
xor2: 7 / 7
edfxtp: 1 / 1
clkdlybuf4s50: 0 / 32
nand4: 5 / 5
inv: 12 / 12
dfxtp: 50 / 50
nor3: 8 / 8
nand3: 16 / 16
and2b: 1 / 1
nor4: 2 / 2
o32ai: 1 / 1
mux2i: 3 / 3
and4: 3 / 3
nor2: 16 / 16
o41ai: 1 / 1
o211ai: 2 / 2
ha: 5 / 5
o21ai: 4 / 4
or3b: 3 / 3
nand2b: 1 / 1
o41a: 1 / 1
a21oi: 7 / 7
nand3b: 4 / 4
nor3b: 2 / 2
nand2: 21 / 21
and2: 2 / 2
conb: 2 / 26
==> logic make-up after synthesis <==
logic type      Yosys count  synth area share, %
other cells               2                0.322
compound gates           19                 5.21
xor+xnor                 23                 8.64
flops                    51                 44.2
simple gates             92                 22.3
fa+ha+maj                 5                 2.68
mux                       3                 1.29
buf+inv                  56                 15.3
==> layout make-up <==
class                   count  share of cell area, %
flip-flops and latches     51                   39.6
repair buffers             33                   12.6
multi-input cells         168                   39.7
well taps                  99                   4.75
clock buffers               4                   1.73
inverters                  12                   1.73
==> how the worst max path moves through the flow <==
stage / endpoint / slack [ns] / depth (start not counted)
6_report: clockgen.clock_25mhz / 1.97 / 1
5_1_grt: clockgen.clock_25mhz / 1.95 / 1
4_1_cts: clockgen.clock_25mhz / 1.97 / 1
==> flip-flops by register name (all words and copies together), names as in the netlist <==
| signal | cells |
|---|---|
| display.counter | 14 |
| display.seg | 7 |
| clockgen.counter | 1 |
| vga1.hcount | 10 |
| clockgen.clock_25mhz | 1 |
| vga1.vcount | 10 |
| display.strobe | 8 |
==> metrics by stage <==
| stage | hold WS [ns] | cell area (um^2) | instances | utilization, % | setup slack (ns) |
|---|---|---|---|---|---|
| 2_1_floorplan | 0.364 | 2420 | 275 | - | 1.37 |
| 3_3_place_gp | 0.371 | 2560 | 363 | 34.8 | 1.98 |
| 3_5_place_dp | 0.383 | 2560 | 363 | 34.8 | 1.96 |
| 4_1_cts | 0.391 | 2610 | 367 | 35.4 | 1.97 |
| 5_1_grt | 0.407 | 2610 | 367 | 35.4 | 1.95 |
| 6_report | 0.385 | 2610 | 367 | 35.4 | 1.97 |
==> metal layers <==
| layer | global-route usage (%) | routed length (um) |
|---|---|---|
| met4 | 0.806 | 28 |
| met1 | 13.1 | 1760 |
| met3 | 0.344 | 126 |
| met5 | 0 | 0 |
| met2 | 14.8 | 1520 |
==> cell usage after synthesis, types with 3 or more instances <==
| library cell | n | area share, % |
|---|---|---|
| dfxtp_1 | 50 | 43 |
| buf_4 | 38 | 12 |
| nand2_1 | 21 | 3.4 |
| nor2_1 | 16 | 2.6 |
| xnor2_1 | 16 | 6.0 |
| nand3_1 | 15 | 3.2 |
| inv_1 | 12 | 1.9 |
| a21oi_1 | 7 | 1.5 |
| nor3_1 | 7 | 1.5 |
| xor2_1 | 7 | 2.6 |
| ha_1 | 5 | 2.7 |
| nand3b_1 | 4 | 1.3 |
| nand4_1 | 4 | 1.1 |
| and4_1 | 3 | 1.1 |
| buf_2 | 3 | 0.64 |
| clkbuf_1 | 3 | 0.48 |
| mux2i_1 | 3 | 1.3 |
| o21ai_0 | 3 | 0.64 |
| or3_1 | 3 | 0.81 |
| or3b_2 | 3 | 1.1 |
==> report_power, final <==
| part | switching, mW | internal, mW | total (mW) |
|---|---|---|---|
| registers | 0 | 0.0335 | 0.0335 |
| logic | 0.00699 | 0.00780 | 0.0148 |
| clock network | 0.0294 | 0.104 | 0.134 |
| total | 0.0364 | 0.146 | 0.182 |
